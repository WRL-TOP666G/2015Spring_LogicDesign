<file path="flow/config.mk">
export PLATFORM = sky130hd
export DESIGN_NAME = data_mem
export DESIGN_NICKNAME = data_mem
export VERILOG_FILES = /design/flow/design.v
export SDC_FILE = /design/flow/constraint.sdc
export NUM_CORES = 4
export LEC_CHECK = 1
export CORE_UTILIZATION = 40
</file>
<file path="flow/constraint.sdc">
current_design data_mem

set clk_period 4.6
set clk_io_pct 0.2

create_clock -name clk0 -period $clk_period [get_ports {clk}]

set non_clock_inputs [all_inputs -no_clocks]
set_input_delay [expr $clk_period * $clk_io_pct] -clock clk0 $non_clock_inputs
set_output_delay [expr $clk_period * $clk_io_pct] -clock clk0 [all_outputs]
</file>
<file path="flow/design.v">
module data_mem(clk, rst, mem_read, mem_write, 
					 addr, write_data, 
					 read_data);
	input clk, rst, mem_read, mem_write;
	input [31:0]addr, write_data;
	output [31:0]read_data;
	integer i;
	reg [31:0]mem[64-1:0];
	assign read_data=mem[addr[31:2]];
	always@(posedge clk or posedge rst)begin
		if(rst)begin
			for(i=0;i<64;i=i+1)begin
				mem[i]<=32'b0;
			end
		end
		else if(mem_write)begin
			mem[addr[31:2]]<=write_data;
		end
	end
endmodule
</file>
<file path="flow/run.sh">
#!/bin/bash
# OpenROAD 26Q1-2900-gdf79404cd8, Yosys 0.63+post, stock flow scripts
make -C /OpenROAD-flow-scripts/flow DESIGN_CONFIG=/design/flow/config.mk WORK_HOME=/design/flow/orfs finish
</file>
==> impl_metrics.ini <==
; physical design summary
[floorplanning]
coreArea_um2 = 220000
die-area_um2 = 224000
dieWidth_um = 474
initCoreUtil = 0.404
rows = 172
chipHeight_um = 474
io_pins = 100

[critical_path]
start_kind = primary input
worstPathRequired_ps = 3680
r2r_start = mem[4][31]
cp.arrival_ps = 3750
endpoint_kind = output pin
cpMostUsedCell = buf_12
crit_chain = buf_6 -> buf_12 -> buf_12 -> buf_4 -> nand4b_4 -> buf_4 -> nor2_4 -> buf_12 -> buf_12 -> buf_12 -> a22oi_2 -> nand4_1 -> or4_4 -> o32a_1 -> clkdlybuf4s15_1
slowest_stage = or4_4
setup.worst_path.class = in -> out
crit_start = addr[4]
cp_max_fo = 8
slowest_delay_ps = 580

[detailed_routing]
detail-route-antenna-nets = 0
drt_wl_total_um = 399000
vias_per_cell = 6.32
wl_per_cell_um = 39.1
first_iter_violations = 5602
drc = 0
firstDrtPassIters = 8
num_vias = 64600

[sta]
worst_pin_slew_ps = 900
drv_slew = 0
max_freq_ghz = 0.214
finalCritPeriodShare = 1.02
setup_tns_ps = -110
setup_slack_ps = -71.9
min_period_ps = 4670
rsz0062_at_grt = yes
setup_violations = 2
finClkSkew_ps = 0
hold_violations = 0
slew_headroom = 0.400

[synthesis]
numSynthFlops = 2048
yosysWarnings = 2
synthFlopType = dfrtp_1
edf_count = 0
yosysSeqAreaShare = 0.576
yosys_cells = 6451
yosysTopAreaCell = dfrtp_1
area_leaders = dfrtp_1 (58%), mux2_2 (26%), a22oi_1 (5.7%)
syn-cell-area_um2 = 89000
synth_area_per_cell_um2 = 13.8
netlist_instances = 6451
yosys-stat-area_um2 = 89000
postSynth.asyncResetShare = 1.00
synth.distinct_cells = 55
synth_top_area_share = 0.576

[clock_tree]
cts_buffer_depth = 3
clk_pin_slew_worst_paths_ps = 50
cts_root_buf = clkbuf_16
postCtsHoldBufs = 0
cts_max_level = 4
cts_tree = yes
insertion_delay_ps = 860
numCtsBuffers = 214
numClockSinks = 2048

[final_layout]
final_cell_mix = dfrtp_1 (2048), mux2_2 (2047), buf_4 (622), a22oi_1 (575), buf_12 (281)
utilization = 0.508
largest_reg_flops = 2048
drive_gt1_frac = 0.527
syn_to_final_growth_pct = 25.7
max_flop_register = mem
top_regs = mem (2048)
stdcell_area_um2 = 112000
final_common_cell = dfrtp_1

[global_routing]
grt_first_pass_wirelength_um = 547000
grt_pass1_vias = 65100
antenna_found_initial = 17
gr-total-overflow = 0
grt_usage = 0.377
grt_max_degree = 124

[outcome]
violations = negative setup slack
status = finished with violations

[power_and_ir_drop]
power.density_nw_per_um2 = 392
power.leakage_uw = 0.0531
ir_drop_uv = 385

[run]
drv_cap = 0
log.warning_count = 71

[placed_design]
io_buffers = 72
hpwl_um = 253000
globalplace.congestion = 0.976
dpl_cell_area_um2 = 101000

[hold_path]
holdCritPathClass = reg -> reg
min-delay-start = mem[26][11]
## path summary, 6_finish.rpt
| check | slack [ps] | end | cells past startpoint |
|---|---|---|---|
| max in group asynchronous | 2590 | mem[38][5] | 4 |
| min in group asynchronous | 520 | mem[33][30] | 2 |
| worst max register to register | 3790 | mem[4][31] | 1 |
| worst max-delay path | -70 | read_data[15] | 15 |
| worst min register to register | 480 | mem[26][11] | 1 |
| worst min-delay path | 480 | mem[26][11] | 1 |
## kinds of logic (layout without fill, tap and decap cells)
group,Yosys count,count (layout),synth area share
simple gates,687,687,0.0451
compound gates,974,974,0.0857
other cells,0,15,0
buf+inv,672,1459,0.0314
mux,2070,2070,0.262
flops,2048,2048,0.576
## cell type report
cell class	instances	area (µm²)
fillers	18000	109000
flip-flops and latches	2048	51200
multi-input cells	3731	37500
repair buffers	1063	12000
clock buffers	334	6480
well taps	2958	3700
clock inverters	61	805
diodes	15	37.5
inverters	1	7.51
## repair_timing
action                                  in CTS  in global routing
resized                                    479                 75
endpoints found under the setup margin      32                 25
pin swaps                                  163                 65
cloned                                      10                  0
buffers inserted                           119                 30
## routing by layer
layer	track usage	part of all wire
met5	0.0117	0.0017
met4	0.193	0.067
met3	0.225	0.15
met2	0.509	0.42
met1	0.480	0.36
## per-stage QoR
| step | hold WS [ps] | instances | setup WS (ps) | power [µW] |
|---|---|---|---|---|
| after floorplan | 458 | 6451 | -24760 | 24600 |
| after global placement | 467 | 9657 | -1170 | 25700 |
| after detailed placement | 477 | 9657 | -1130 | 25900 |
| after CTS | 490 | 10200 | -75.2 | 43900 |
| after global routing | 507 | 10200 | -93.0 | 45200 |
| final | 484 | 10200 | -71.9 | 43800 |
## cells in the mapped netlist, types with 6 or more instances
library cell,count
a2111oi_0,38
a21oi_1,28
a22oi_1,670
and2_0,6
or4_1,15
dfrtp_1,2048
o32a_1,17
a222oi_1,10
and4_1,20
buf_1,173
and2_1,37
nand3_1,98
buf_6,6
a31oi_1,12
mux2_2,2047
a221oi_1,75
nor2_1,64
a22o_1,93
a2bb2oi_1,10
mux2i_1,18
nor4_1,30
buf_2,169
nand2_1,92
nand4_1,165
o2bb2ai_1,9
clkbuf_1,320
and3_1,127
## worst max-delay path, delay by kind of cell
kind                   cells  cell delay (ps)
and+or+nand+nor            4              900
buffers and inverters      9             1280
AOI/OAI and AO/OA          2              620
## where the power goes
| part | leakage, µW | internal, µW | switching, µW | total (µW) |
|---|---|---|---|---|
| Combinational | 0.0223 | 2370 | 1980 | 4350 |
| Sequential | 0.0272 | 20400 | 1220 | 21600 |
| Clock | 0.00358 | 10400 | 7540 | 17900 |
Power and IR drop assume default switching activity.
