==> flow/design.v <==
module ALU(A,B,S,C_in,F,G,P,Cout,overflow);
    input  [31:0]A;
    input  [31:0]B;
    input  [2:0]S;
    input  C_in;
    output [31:0]F;
    output G,P,Cout,overflow;
    reg  signed  [31:0]F;
    reg    G,P,Cout,overflow;
   always@(*) 
   begin
     Cout=G+P*C_in;
     overflow=Cout^A[31]^B[31]^F[31];
   end
 always@(S or A or B)
 begin
   case(S)
     3'b000: begin F=32'd0  ;G=1'b1                  ;P=1'b1            ; end
     3'b001: begin F=B-A    ;G=~(~A[31]&~B[31]|A[31]);P=~(A[31]&~B[31]) ; end
     3'b010: begin F=A-B    ;G=~(~A[31]|A[31]&B[31]) ;P=~(~A[31]&B[31]) ; end
     3'b011: begin F=A+B    ;G=~(~A[31]|A[31]&~B[31]);P=~(~A[31]&~B[31]); end
     3'b100: begin F=A^B    ;G=~(A[31]^B[31])        ;P=~(~A[31]&B[31]) ; end
     3'b101: begin F=A|B    ;G=~(A[31]|B[31])        ;P=~(A[31]^B[31])  ; end
     3'b110: begin F=A&B    ;G=~B[31]                ;P=~(~A[31]&B[31]) ; end
     3'b111: begin F=32'd31 ;G=1'b0                  ;P=(A[31]&B[31])   ; end
   endcase
 end
endmodule
==> flow/run.sh <==
#!/bin/bash
# OpenROAD 26Q1-2900-gdf79404cd8, Yosys 0.63+post, stock flow scripts
make -C /OpenROAD-flow-scripts/flow DESIGN_CONFIG=/design/flow/config.mk WORK_HOME=/design/flow/orfs finish
==> flow/config.mk <==
export PLATFORM = sky130hd
export DESIGN_NAME = ALU
export DESIGN_NICKNAME = ALU
export VERILOG_FILES = /design/flow/design.v
export SDC_FILE = /design/flow/constraint.sdc
export NUM_CORES = 4
export LEC_CHECK = 1
export CORE_UTILIZATION = 50
==> flow/constraint.sdc <==
current_design ALU

set clk_period 23.0
set clk_io_pct 0.2

create_clock -name clk0 -period $clk_period

set non_clock_inputs [all_inputs -no_clocks]
set_input_delay [expr $clk_period * $clk_io_pct] -clock clk0 $non_clock_inputs
set_output_delay [expr $clk_period * $clk_io_pct] -clock clk0 [all_outputs]
==> impl_metrics.py <==
# Synthesis and PnR figures
metrics = {
    "clock_tree": {
        "hold_buffers": 0,
        "postCtsSetupBuffers": 0,
        "cts_resized": 0,
    },
    "global_routing": {
        "grt_pass1_wl_mm": 31.70,
        "grt_use_total_pct": 30.33,
        "grt_max_degree": 74,
        "antenna_found_initial": 0,
        "overflow": 0,
        "grt_pass1_vias": 6175,
    },
    "route": {
        "wl_per_cell_um": 16.61,
        "ant_nets": 0,
        "drcViolationCount": 0,
        "antenna_cells": 0,
        "wl_mm": 19.90,
        "first_pass_iters": 5,
        "drtIter0Drc": 560,
        "vias": 6890,
        "avgViaCountPerCell": 5.751,
    },
    "job": {
        "tool_warnings": 101,
        "drv_cap": 0,
    },
    "yosys": {
        "synth.cellmix.simpleShare_pct": 20.11,
        "xor_share_pct": 11.40,
        "yosys-top-cells-area": "ha_1 25%, xnor2_1 9.2%, o21ai_0 7.6%, nand2_1 6.1%, inv_1 6.0%",
        "syn_avg_cell_area_um2": 6.762,
        "yosys-stat-area_um2": 6451,
        "yosys.area.top_type": "ha_1",
        "synth.yosys.warnings": 1,
        "mux_share_pct": 0.7758,
        "synthCells": 954,
        "top_cell_area_share_pct": 25.41,
        "logic_family": "AND-OR/OR-AND gates",
        "compound_area_share_pct": 33.07,
        "ys_cells": 954,
        "adder_share_pct": 26.03,
        "syn_area_um2": 6451,
        "synth_cell_types": 79,
        "seq_area_frac_synth_pct": 0,
    },
    "critical_path": {
        "critPathMaxFanout": 7,
        "arrival_ns": 10.04,
        "path_cells": "clkdlybuf4s50_1, inv_1, ha_1, nand2_1, nor3_1, nand3_1, nor3_1, nand3_1, o21ai_0, xnor2_1, ha_1, nand4_2, nor3_2, nand3_1, a2111oi_2, nor3_1, xnor2_1, a22oi_1, mux2i_1, o211ai_1, nor3_2, clkdlybuf4s50_1",
        "worstPathRequired_ns": 18.40,
        "worst_setup_path_start_kind": "input pin",
        "cp_slowest_cell": "clkdlybuf4s50_1",
        "crit_path_end_kind": "primary output",
        "critPathKind": "in2out",
        "max_stage_delay_ns": 0.52,
    },
    "placement": {
        "portBuffers": 104,
        "placed_cell_area_um2": 7599,
        "hpwl_mm": 15.53,
        "gp_congestion": 0.9677,
    },
    "power_and_ir_drop": {
        "peakVddDrop_mv": 0.01197,
        "p_leak_nw": 3.333,
        "p_per_area_nw_per_um2": 27.86,
    },
    "final_timing": {
        "setup_violations": 0,
        "rsz0062_at_grt": "false",
        "max_freq_mhz": 68.31,
        "hold_viol_final": 0,
        "worst_slew_pin_slew_ns": 0.8320,
        "period_used_pct": 63.65,
        "min_period_ns": 14.64,
        "holdWs_ns": 10.24,
        "drv_slew": 0,
        "tns_ns": 0,
        "maxSlewHeadroom_pct": 44.47,
    },
    "layout": {
        "seq_cells": 0,
        "area.growth.synth_to_final_pct": 17.79,
        "n_fill_cell": 1247,
        "nClkBuffers": 0,
        "final_cell_mix": "131 x ha_1, 104 x nand2_1, 103 x inv_1",
        "final_area_um2": 7599,
        "regArea_um2": 0,
        "drive_gt1_share_pct": 5.166,
        "layout.cells.most_common": "ha_1",
        "final_core_util_pct": 60.21,
    },
    "die": {
        "placementRows": 41,
        "fp-utilization_pct": 51.12,
        "die-area_um2": 13360,
        "num_io_pins": 104,
        "die_y_um": 115.6,
        "die_width_um": 115.6,
        "core-area_um2": 12620,
    },
    "run_status": {
        "status": "completed",
    },
    "worst_hold_path": {
        "hp-class": "in2out",
    },
}
[through the flow]
stage	power, mW	setup slack (ns)	std cells
finish	0.2117	8.361	1198
CTS	0.2100	8.372	1198
floorplan	0.1363	10.37	954
global route	0.2348	7.768	1198
global placement	0.2102	8.510	1198
detailed placement	0.2085	8.399	1198
[worst max-delay path, delay by kind of cell]
family                   cells  cell delay [ns]
adder cells (fa/ha/maj)      2             0.66
AND-OR/OR-AND                4             1.13
buffers and inverters        3             1.13
AND/OR/NAND/NOR             10             2.06
XOR/XNOR                     2             0.26
multiplexers                 1             0.22
[routing by layer]
layer	part of all wire, %	track usage, %
met1	50	45.89
met2	43	48.78
met5	0	0
met3	5.1	1.598
met4	1.3	3.723
[Yosys cell counts, types with 4 or more instances]
master	n
o221ai_1	10
nand2b_1	9
o22ai_1	5
o211ai_1	8
o21a_1	7
nor4_1	9
o21ai_1	6
o31ai_1	13
a21o_1	16
inv_1	103
o21bai_1	8
nor2_1	67
a31oi_1	8
nor2b_1	7
xnor2_1	68
nand2_1	104
buf_2	6
mux2i_1	5
or3_1	4
a211oi_1	7
ha_1	131
nand4_1	7
nand3_1	11
nor3_1	18
o21ai_2	4
a21oi_1	73
clkbuf_1	30
xor2_1	16
a22oi_1	16
nor3_2	4
o21ai_0	98
[layout make-up]
cell class,count,area [um2],share of cell area [%]
inverter,105,394.1,5.187
tap,172,215.2,2.832
multi-input combinational,809,5898,77.62
timing repair buffer,112,1091,14.36
[cells by family (layout without fill, tap and decap cells)]
kind of cell             Yosys count  count (layout)
adder cells (fa/ha/maj)          133             133
buffers and inverters            145             217
AND-OR/OR-AND                    322             322
multiplexers                       5               5
XOR/XNOR                          84              84
AND/OR/NAND/NOR                  265             265
[worst paths after layout]
check / startpoint / end / slack (ns) / cells past startpoint
max: B[1] / overflow / 8.36 / 22
min: C_in / Cout / 10.24 / 5
[report_power, final]
part | switching, mW | total [mW] | internal, mW
Combinational | 0.115 | 0.212 | 0.0964
Sequential | 0 | 0 | 0
Clock | 0 | 0 | 0
Total | 0.115 | 0.212 | 0.0964
No activity file was given, so power comes from the tool's default toggle rates.
