File: /design/flow/run.sh
#!/bin/bash
# OpenROAD 26Q1-2900-gdf79404cd8, Yosys 0.63+post, stock flow scripts
make -C /OpenROAD-flow-scripts/flow DESIGN_CONFIG=/design/flow/config.mk WORK_HOME=/design/flow/orfs finish
File: /design/flow/config.mk
export PLATFORM = sky130hd
export DESIGN_NAME = ALU_8
export DESIGN_NICKNAME = ALU_8
export VERILOG_FILES = /design/flow/design.v
export SDC_FILE = /design/flow/constraint.sdc
export NUM_CORES = 4
export LEC_CHECK = 1
export CORE_AREA = 10 10 70 70
export DIE_AREA = 0 0 80 80
File: /design/flow/constraint.sdc
current_design ALU_8

set clk_period 3.9
set clk_io_pct 0.2

create_clock -name clk0 -period $clk_period

set non_clock_inputs [all_inputs -no_clocks]
set_input_delay [expr $clk_period * $clk_io_pct] -clock clk0 $non_clock_inputs
set_output_delay [expr $clk_period * $clk_io_pct] -clock clk0 [all_outputs]
File: /design/flow/design.v
module ALU_8(A,B,S,C_7,F,Cout,overflow);
  input  [31:28]A;
  input  [31:28]B;
  input  [2:0]S;
  input  C_7;
  output signed [31:28]F;
  output Cout,overflow;
  reg  signed   [31:28]F;
  reg    Cout,overflow;
  reg    G,P;
  always@(C_7,G,P) 
   begin
    Cout=G+P*C_7;
    overflow=Cout^A[31]^B[31]^F[31];
 end
 always@(S or A or B)
 begin
   case(S)
     3'b000: begin F=4'b0000  ;G=1'b1       ;P=1'b1    ; end
     3'b001: begin F=B-A      ;G=~(~A&~B|A) ;P=~(A&~B) ; end
     3'b010: begin F=A-B      ;G=~(~A|A&B)  ;P=~(~A&B) ; end
     3'b011: begin F=A+B      ;G=~(~A|A&~B) ;P=~(~A&~B); end
     3'b100: begin F=A^B      ;G=~(A^B)     ;P=~(~A&B) ; end
     3'b101: begin F=A|B      ;G=~(A|B)     ;P=~(A^B)  ; end
     3'b110: begin F=A&B      ;G=~B         ;P=~(~A&B) ; end
     3'b111: begin F=4'b1111  ;G=1'b0       ;P=(A&B)   ; end
   endcase
 end
endmodule
==> changes_impl.md <==
## Implementation

- Outcome: finished clean
- # Max-Cap Violations: 0
- Mux cell area share: 2.71%
- P&R area growth vs syn: 57.6%
- Ys cells: 94
- Register Area: 0 um2
- Critical path launch point: S[0]
- First-pass GRT wire length: 3360 um
- Post-DRT Antenna Nets: 0
- Initial antenna violation count: 0
- HPWL after detailed placement: 1610 um
- Max-Slew Margin vs Limit: 81.9%
- Max incr delay on CP: 0.50 ns
- Worst slack, placed: -0.325 ns
- End point of the critical path: overflow
- Via count: 766
- Antenna diodes: 0
- Period Utilization, post-route: 96.1%
- Post-synthesis xor/xnor area fraction: 13.4%
- Number of core rows: 21
- Leading area contributor after synthesis: ha_1
- Routed WL: 1950 um
- Die Y: 80 um
- Tot GR Track Use: 6.07%
- Leakage: 0.596 nW
- Largest net degree at the start of global routing: 16
- Hold-fix buffers at CTS: 0
- Kind of critical path: in -> out
- Vias per cell: 4.30
- Max Freq: 267 MHz
- Crit path DAT: 2.97 ns
- Yosys warning tally: 1
- Simple share: 18.0%
- Crit. End Element: primary output
- Fp_density: 21.6%
- Critical path, cell by cell: clkdlybuf4s50_1 > buf_4 > a21oi_2 > xnor2_1 > ha_1 > a21oi_2 > xnor3_1 > a21o_1 > xor2_1 > dlygate4sd2_1
- Dominant comb cell: adder cells
- Critical path peak fanout: 12
- Crit-path most repeated cell: a21oi_2
- Crit path DRT: 3.12 ns
- Stages on worst setup path: 10
- 1st-pass router iterations: 2
- Buffers on Ports: 18
- Syn avg cell area: 7.85 um2
- Final WS setup: 0.154 ns
- OpenROAD warning count: 41
- Chip area: 0.00640 mm2
- Final setup violation count: 0
- Top Ports: 18
- Max stage delay cell, worst path: clkdlybuf4s50_1
- Yosys adder share: 32.5%
- Ao+oa area frac: 24.7%
- Mapped cell area: 738 um2
- RD Place Congestion: 0.862
- Finished layout cell area: 0.00116 mm2
- Placed Area: 0.00113 mm2
- Top Family by Delay on Critical Path: buffers and inverters
- Hold Crit Class: in -> out
- Worst Tran Pin Value: 0.270 ns
- Clkbuf count: 0
- Vias in the first global route: 779
- RSZ-0062 raised after global routing: no
- Post-CTS Setup Inserts: 0
- PwrDens: 127 mW/mm2
- Synth cell types: 33
- Peak supply drop: 0.0453 mV
- Seq share, synth: 0%
- Yosys Chip Area: 738 um2
- TNS Setup: 0 ns
- Final Slew Violations: 0
- Critical Path Start Type: primary input
- WP buf/inv: 3
- DRC violations left: 0
- Iteration-0 DRC Markers: 31
- GRT overflow: 0
- Width of the die: 80 um
- Minimum clock period: 3.75 ns
- Seq cells: 0
- Layout cell share with drive strength beyond 1: 24.2%
- Routed len/inst: 11.0 um
- Top cells by area: ha_1 27%, a21oi_1 5.4%, fa_1 5.4%
- Core box area: 0.00342 mm2
- Hold Vio Cnt, Final: 0
- Max-area cell share: 27.1%
- Synthesized instance count: 94
[tightest hold or removal path, cell delays in order]
cell            delay, ns
dlymetal6s2s_1       0.11
buf_4                0.21
a21oi_1              0.09
dlymetal6s2s_1       0.13
[metal layers]
| metal | track usage [%] | vias to the layer above | part of all wire [%] |
|---|---|---|---|
| met1 | 7.94 | 345 | 48 |
| met2 | 10.4 | 10 | 48 |
| met5 | 0 | - | 0 |
| li1 | - | 409 | - |
| met3 | 1.14 | 2 | 3.8 |
| met4 | 0.528 | 0 | 0.72 |
[per-stage QoR]
stage,utilization [%],cells,total power (W),hold slack [ns]
after floorplan,-,94,0.0000736,1.73
after global placement,33.1,178,0.000150,2.69
after detailed placement,33.1,178,0.000151,2.70
after CTS,33.2,178,0.000148,2.58
after global routing,34.1,178,0.000166,2.18
final,34.1,178,0.000148,2.10
[placed cells by master, fill, tap and decap left out, types with 2 or more instances in the layout]
master           instances
nor2b_1                  5
a21oi_1                  6
a21o_1                   2
xnor2_1                  2
dlymetal6s2s_1           4
mux2i_1                  2
nor2_1                   2
o21ai_1                  2
nand2_1                  6
clkdlybuf4s50_1         10
o21ai_2                  2
dlygate4sd2_1            4
a221oi_1                 2
buf_4                   23
o21ai_0                  4
nand2b_1                 3
xor2_1                   4
a21oi_2                  2
fa_1                     2
inv_1                    9
or2_1                    2
ha_1                    16
[logic make-up after synthesis]
group                      Yosys count
xor gates and xnor gates             8
muxes                                2
AOI/OAI and AO/OA                   28
and+or+nand+nor                     24
buffers and inverters               14
adders and majority gates           18
[how the worst min path moves through the flow]
| stage | slack, ns | end | startpoint | depth (start not counted) |
|---|---|---|---|---|
| CTS | 2.58 | F[30] | S[2] | 4 |
| global route | 2.18 | F[29] | S[1] | 4 |
| finish | 2.10 | F[29] | S[1] | 4 |
[Yosys cell counts]
library cell / count
a21o_1: 2
a21oi_1: 8
a221oi_1: 3
a32oi_1: 1
buf_2: 3
buf_6: 1
fa_1: 2
ha_1: 16
inv_1: 10
mux2i_1: 2
nand2_1: 7
nand2b_1: 3
nor2_1: 2
nor2b_1: 5
nor2b_2: 1
nor3_1: 1
nor3b_1: 1
nor4b_1: 1
o211ai_1: 1
o21ai_0: 5
o21ai_1: 2
o21ai_2: 1
o221ai_1: 1
o22ai_1: 1
o311ai_1: 1
o31a_1: 1
o32ai_1: 1
or2_1: 2
or3_1: 1
xnor2_1: 2
xnor3_1: 1
xor2_1: 4
xor3_1: 1
[layout make-up]
cell class | instances | area [um2]
multi-input combinational | 80 | 699
timing repair buffer | 42 | 369
tap | 46 | 57.6
fill | 356 | 2250
inverter | 10 | 37.5
[power breakdown]
group / total, W / switching [W] / internal, W
sequential: 0 / 0 / 0
combinational: 0.000148 / 0.0000594 / 0.0000884
clock: 0 / 0 / 0
total: 0.000148 / 0.0000594 / 0.0000884
[timing repair]
| item | in CTS | in global routing |
|---|---|---|
| pin swaps | 3 | 4 |
| endpoints found under the setup margin | 5 | 3 |
| resized | 7 | 10 |
Power and IR drop assume default switching activity.
